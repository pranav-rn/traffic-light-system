==> flow/design.v <==
module TrafficLight(
    input clk,
    input reset,
    output reg [1:0] light_n,  
    output reg [1:0] light_e,   
    output reg [1:0] light_s,  
    output reg [1:0] light_w   
);
reg [3:0] state;
parameter GREEN_N = 4'b0000, YELLOW_N = 4'b0001, 
          GREEN_E = 4'b0010, YELLOW_E = 4'b0011, 
          GREEN_S = 4'b0100, YELLOW_S = 4'b0101, 
          GREEN_W = 4'b0110, YELLOW_W = 4'b0111, 
          RED = 4'b1000;  
reg [3:0] timer;
always @(posedge clk or posedge reset) begin
    if (reset) begin
        state <= GREEN_N;
        timer <= 4'd10;  
    end else begin
        case (state)
            GREEN_N: if (timer == 0) begin
                        state <= YELLOW_N; timer <= 4'd2;  
                      end
                      else timer <= timer - 1;
            YELLOW_N: if (timer == 0) begin
                         state <= GREEN_E; timer <= 4'd10;  
                       end
                       else timer <= timer - 1;
            GREEN_E: if (timer == 0) begin
                        state <= YELLOW_E; timer <= 4'd2;  
                      end
                      else timer <= timer - 1;
            YELLOW_E: if (timer == 0) begin
                         state <= GREEN_S; timer <= 4'd10;  
                       end
                       else timer <= timer - 1;
            GREEN_S: if (timer == 0) begin
                        state <= YELLOW_S; timer <= 4'd2;  
                      end
                      else timer <= timer - 1;
            YELLOW_S: if (timer == 0) begin
                         state <= GREEN_W; timer <= 4'd10;  
                       end
                       else timer <= timer - 1;
            GREEN_W: if (timer == 0) begin
                        state <= YELLOW_W; timer <= 4'd2;  
                      end
                      else timer <= timer - 1;
            YELLOW_W: if (timer == 0) begin
                         state <= GREEN_N; timer <= 4'd10;  
                       end
                       else timer <= timer - 1;
            default: state <= GREEN_N; 
        endcase
    end
end
always @(*) begin
    case (state)
        GREEN_N: begin light_n = 2'b10; light_e = 2'b00; light_s = 2'b00; light_w = 2'b00; end  
        YELLOW_N: begin light_n = 2'b01; light_e = 2'b00; light_s = 2'b00; light_w = 2'b00; end  
        GREEN_E: begin light_n = 2'b00; light_e = 2'b10; light_s = 2'b00; light_w = 2'b00; end  
        YELLOW_E: begin light_n = 2'b00; light_e = 2'b01; light_s = 2'b00; light_w = 2'b00; end  
        GREEN_S: begin light_n = 2'b00; light_e = 2'b00; light_s = 2'b10; light_w = 2'b00; end  
        YELLOW_S: begin light_n = 2'b00; light_e = 2'b00; light_s = 2'b01; light_w = 2'b00; end  
        GREEN_W: begin light_n = 2'b00; light_e = 2'b00; light_s = 2'b00; light_w = 2'b10; end  
        YELLOW_W: begin light_n = 2'b00; light_e = 2'b00; light_s = 2'b00; light_w = 2'b01; end  
        default: begin light_n = 2'b00; light_e = 2'b00; light_s = 2'b00; light_w = 2'b00; end  
    endcase
end
endmodule
==> flow/run.sh <==
#!/bin/bash
# OpenROAD 26Q1-2900-gdf79404cd8, Yosys 0.63+post, stock flow scripts
make -C /OpenROAD-flow-scripts/flow DESIGN_CONFIG=/design/flow/config.mk WORK_HOME=/design/flow/orfs finish
==> flow/config.mk <==
export PLATFORM = sky130hd
export DESIGN_NAME = TrafficLight
export DESIGN_NICKNAME = TrafficLight
export VERILOG_FILES = /design/flow/design.v
export SDC_FILE = /design/flow/constraint.sdc
export NUM_CORES = 4
export LEC_CHECK = 1
export CORE_AREA = 10 10 70 70
export DIE_AREA = 0 0 80 80
==> flow/constraint.sdc <==
current_design TrafficLight

set clk_period 3.2
set clk_io_pct 0.2

create_clock -name clk0 -period $clk_period [get_ports {clk}]

set non_clock_inputs [all_inputs -no_clocks]
set_input_delay [expr $clk_period * $clk_io_pct] -clock clk0 $non_clock_inputs
set_output_delay [expr $clk_period * $clk_io_pct] -clock clk0 [all_outputs]
==> results.json <==
{
  "yosysWarnings": 1,
  "drtPass1Iterations": 2,
  "path_clk_slew_ns": 0.05,
  "clk_path_buf_depth": 2,
  "design_power_total_mw": 0.169,
  "syn2layout_area_growth_pct": 37.5,
  "outcome": "finished clean",
  "drt_iter0_markers": 10,
  "end_kind": "output port",
  "path_buffers": 2,
  "gr-total-overflow": 0,
  "finalCritPeriodShare_pct": 68.8,
  "clock_latency_ns": 0.24,
  "postSynthCellCount": 39,
  "cp_max_fo": 9,
  "worstPathArrival_ns": 1.56,
  "critPathSlowestCell": "dfrtp_1",
  "totalWireLength_um": 698,
  "yosysCellCount": 39,
  "syn_area_per_cell_um2": 10.1,
  "hold_path_class": "reg2reg",
  "h-tree-depth": 1,
  "finalMaxSlewViolations": 0,
  "synth.cell_area_um2": 394,
  "drive_gt1_share_pct": 16.3,
  "leakagePower_nw": 0.207,
  "holdBufCountCts": 0,
  "seq_area_frac_synth_pct": 45.1,
  "grt_max_degree": 11,
  "route.detailed.drc": 0,
  "cap_violations": 0,
  "worst-slew-pin-transition_ns": 0.291,
  "finalHoldViolCount": 0,
  "fin_crit_ns": 2.20,
  "required_ns": 2.56,
  "cp_num_cells": 3,
  "post_drt_via_cell_ratio": 3.13,
  "setup_viol_count_final": 0,
  "cpPeakStageDelay_ns": 0.50,
  "path_cells": "inv_2 -> nor3b_1 -> clkdlybuf4s50_1",
  "synth_flops": 7,
  "coreArea_um2": 3420,
  "warnings": 25,
  "rows": 21,
  "slew_headroom_pct": 80.6,
  "max_freq_mhz": 454,
  "critPathTopFamily": "buffers and inverters",
  "io_pins": 10,
  "gp_congestion": 0.718,
  "ctsResizeCount": 0,
  "grt_pass1_wl_mm": 1.19,
  "ff2ff_path_depth": 5,
  "die_area_um2": 6400,
  "antenna_found_initial": 0,
  "hp-start": "timer[0]",
  "worstSetupStartpoint": "state[0]",
  "yosys_area_um2": 394,
  "yosysUniqueCellTypes": 19,
  "cts.sink_count": 7,
  "fp_util_pct": 11.5,
  "finalClockSkew_ns": 0.00276,
  "path_class": "reg2out",
  "grt_pass1_vias": 263,
  "cts_root_buffer": "clkbuf_4",
  "cts_tree": "built",
  "via_count": 297,
  "cp-start-kind": "flop",
  "hold-path-cell-count": 1,
  "fp.dieW_um": 80,
  "tns_ns": 0,
  "r2r-start": "timer[0]",
  "max-vdd-ir-drop_uv": 66.8,
  "avgRoutedWirePerCell_um": 7.35,
  "power.density_nw_per_um2": 312,
  "port_buffers": 9,
  "antenna-diode-count": 0,
  "die_h_um": 80,
  "cts_buffers": 3,
  "ant_nets": 0,
  "rsz0062_at_grt": "no",
  "post_cts.repair.setup_buffers": 0,
  "grtUsageTotal_pct": 2.33
}
-- sequential cells by signal, indices dropped and copies added (netlist names) --
signal	flops
timer	4
state	3
-- layer usage --
metal | GRT usage, % | vias to the layer above | share of wire (%)
li1 | - | 149 | -
met1 | 2.63 | 134 | 45
met2 | 3.21 | 12 | 34
met3 | 2.16 | 2 | 20
met4 | 0.352 | 0 | 1.3
met5 | 0 | - | 0
-- cell families (layout without fill, tap and decap cells) --
logic type,Yosys count,in the layout,share of synthesized area [%]
AND/OR/NAND/NOR,16,16,26.0
buffers and inverters,8,18,11.4
flip-flops,7,7,45.1
AND-OR/OR-AND,3,3,5.08
XOR/XNOR,3,3,6.67
adder cells (fa/ha/maj),1,1,3.17
multiplexers,1,1,2.54
-- power breakdown --
part / switching (mW) / internal (mW)
sequential: 0 / 0.0888
combinational: 0.00173 / 0.00114
clock: 0.0298 / 0.0474
total: 0.0316 / 0.137
-- final cells by class --
class,count,area (µm²)
clock buffers,4,26.3
well taps,46,57.6
multi-input cells,24,171
fillers,396,2870
inverters,5,18.8
flip-flops and latches,7,178
repair buffers,9,90.1
-- cell usage in the layout, fill, tap and decap left out --
master | synthesis | layout
a21oi_1 | 2 | 2
xnor2_1 | 3 | 3
clkdlybuf4s50_1 | 0 | 9
dfstp_2 | 2 | 2
and3_1 | 2 | 2
nand3_2 | 1 | 1
ha_1 | 1 | 1
dfrtp_1 | 5 | 5
or2_1 | 1 | 1
nor2_1 | 2 | 2
inv_2 | 1 | 1
clkbuf_1 | 0 | 1
mux2i_1 | 1 | 1
nor3_1 | 2 | 2
nor3b_1 | 3 | 3
nor3b_4 | 1 | 1
o32a_1 | 1 | 1
inv_1 | 4 | 4
nand2_1 | 4 | 4
clkbuf_4 | 0 | 3
-- Yosys cell counts --
cell type  n  area share, %
buf_6      1            2.9
nand2_1    4            3.8
xnor2_1    3            6.7
mux2i_1    1            2.5
o32a_1     1            2.5
nor2_1     2            1.9
nor3b_1    3            5.7
ha_1       1            3.2
nor3b_4    1            4.8
a21oi_1    2            2.5
inv_1      4            3.8
nor3_1     2            2.5
buf_4      2            3.8
or2_1      1            1.6
and3_1     2            3.2
inv_2      1           0.95
nand3_2    1            2.5
dfrtp_1    5             32
dfstp_2    2             13
-- stage by stage --
step,worst slack [ns],utilization (%),hold slack [ns],instance area [µm²],std cells
2_1_floorplan,1.88,-,0.418,394,39
4_1_cts,0.989,15.9,0.458,542,95
3_5_place_dp,1.27,15.1,0.444,515,91
5_1_grt,0.930,15.9,0.502,542,95
3_3_place_gp,1.30,15.1,0.433,515,91
6_report,0.997,15.9,0.455,542,95
-- path summary, 6_finish.rpt --
check / end / slack (ns)
worst min register to register: timer[0] / 0.46
worst max register to register: state[1] / 1.85
worst max-delay path: light_s[0] / 1.0
min in group asynchronous: timer[0] / 0.62
worst min-delay path: timer[0] / 0.46
max in group asynchronous: timer[3] / 2.31
Power figures rest on the tool's default switching activity, not on a simulated workload.
